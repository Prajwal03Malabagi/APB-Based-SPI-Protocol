$ cat ./run.sh
#!/bin/bash
# OpenROAD 26Q1-2900-gdf79404cd8, Yosys 0.63+post, stock flow scripts
make -C /OpenROAD-flow-scripts/flow DESIGN_CONFIG=/design/flow/config.mk WORK_HOME=/design/flow/orfs finish
$ cat ./config.mk
export PLATFORM = sky130hd
export DESIGN_NAME = slave_select
export DESIGN_NICKNAME = slave_select
export VERILOG_FILES = /design/flow/design.v
export SDC_FILE = /design/flow/constraint.sdc
export NUM_CORES = 4
export LEC_CHECK = 1
export CORE_AREA = 10 10 102 102
export DIE_AREA = 0 0 112 112
$ cat ./constraint.sdc
current_design slave_select

set clk_period 4.9
set clk_io_pct 0.2

create_clock -name clk0 -period $clk_period [get_ports {pclk}]

set non_clock_inputs [all_inputs -no_clocks]
set_input_delay [expr $clk_period * $clk_io_pct] -clock clk0 $non_clock_inputs
set_output_delay [expr $clk_period * $clk_io_pct] -clock clk0 [all_outputs]
$ cat ./design.v
module slave_select(pclk, preset_n, mstr, spiswai, spi_mode, send_data, BaudRateDivisor, recieve_data, ss, tip);
	input pclk, preset_n, mstr, spiswai, send_data;
	input [1:0]spi_mode;
	input [11:0]BaudRateDivisor;
	output reg recieve_data, ss;
	output tip;
	reg rcv_s;
	reg [15:0]count_s;
	wire [15:0]target_s;
	assign tip=~ss;
	assign target_s=16*(BaudRateDivisor/2);
	always@(posedge pclk)
		begin
			if(!preset_n)
				recieve_data<=1'b0;
			else
				recieve_data<=rcv_s;	
		end
	always@(posedge pclk)
		begin
		if(!preset_n)
			rcv_s <=1'b0;
		else if(mstr && !spiswai &&(spi_mode==2'b00 || spi_mode==2'b01))
			begin
				if(send_data)
					rcv_s<=1'b0;
				else
					begin
						if(count_s==target_s-1'b1)
							rcv_s<=1'b1;
						else
							rcv_s<=1'b0;
					end
			end
		else
			rcv_s<=1'b0;
		end
	always@(posedge pclk)
		begin
			if(!preset_n)
				ss<=1'b1;
			else if((mstr && (spi_mode==2'b00 || (spi_mode==2'b01 && !spiswai))))
				begin
					if(send_data)
						ss<=1'b0;
					else
						begin
							if(count_s<=target_s-1'b1)
								ss<=1'b0;
							else
								ss<=1'b1;
						end
				end
			else
					ss<=1'b1;
		end
	always@(posedge pclk)
		begin
			if(!preset_n)
				count_s<=16'hffff;
			else if((mstr && !spiswai && (spi_mode==2'b00 || spi_mode==2'b01)))
				begin
					if(send_data)
						count_s<=1'b0;
					else
						begin
							if(count_s<=target_s-1'b1)
								count_s<=count_s+1'b1;
							else
								count_s<=16'hffff;
						end
				end
			else
				count_s<=16'hffff;
		end
endmodule
==> results.txt <==
run metrics: run status=finished, final reports clean, part of the total power dissipated in the clock network=0.309, DR vias=1064, average detailed-routed wire length per instance=10.7 um, max capacitance violation total=0, DRC violation count after routing=0, area of the placeable core=8220 um2, clock transition time at the flip-flop clock pins of the worst setup and hold paths=0.07 ns, P&R area growth vs syn=26.3%, total power=350 uW, proportion of synthesized flip-flops having asynchronous set or reset=0, most used cell, CP=sky130_fd_sc_hd__nor4_1, post-layout min period=3.91 ns, combinational cell fraction of total power=0.235, global-route wire length before repair=4970 um, Gates resized, CTS repair=0, post-route ant nets=0, non-filler cells in the finished layout=268, Synth Register Bits=19, Setup Crit Path Kind=input pin to flip-flop, antenna violations before repair=0, total global-route track usage=0.0451, Peak supply drop=0.0706 mV, cts hold-fix bufs=0, y dimension of the die=112 um, kind of launch point of the worst setup path=input pin, leading register cell type out of synthesis=sky130_fd_sc_hd__dfxtp_1, Cell Area, Synth=1320 um2, instance count after placement with tap cells included=264, total internal power=256 uW, Pre-antenna DRT Iters=4, top cell types by occurrence after synthesis=sky130_fd_sc_hd__dfxtp_1 (19), sky130_fd_sc_hd__xnor2_1 (17), sky130_fd_sc_hd__ha_1 (14), sky130_fd_sc_hd__nor2_1 (13), placer congestion estimate=0.785, Hold Fails Final Rpt=0, list of cells traversed by the critical path=clkdlybuf4s50_1, nor4_1, nand2_1, nor4_1, xnor2_1, ha_1, nand4_2, nor4_2, a211o_1, o211ai_1, total gr overflow=0, violation count after the first detailed-route iteration=36, average cell area after synthesis=9.32 um2, htree depth=1, Avg Vias per Cell=3.97, global routing's busiest layer=met2, number of rows created at floorplan=33, final core utilization=0.203, most instantiated library cell after synthesis=sky130_fd_sc_hd__dfxtp_1, Arrival @ worst endpoint=4.00 ns, register-to-register setup slack=2.70 ns, clock sink count=19, worst slew slack as a fraction of its limit=0.507, cells after synthesis=142, unrepaired setup endpoints after global routing=false, total I/O pin count=22, max-slew violation total from the final report=0, Critical Path Slowest Stage Cell=sky130_fd_sc_hd__a211o_1, required time worst endpoint=5.00 ns, clk latency late pin=0.25 ns, vias in the first global route=1086, Antenna Cells=0, achievable frequency=256 MHz, Unique masters post-synth=35, power density of the placed cells=210 nW/um2, sequential share of power=0.457, nature of the critical path endpoint=flip-flop, path class of the lowest-slack min-delay path=flip-flop to flip-flop, global routing usage on met1=0.0530, number of warning messages in the logs=26, post-detailed-placement half-perimeter wirelength=2240 um, Static Leakage=0.000626 uW, terminus of the critical flop-to-flop path=count_s[0], DRT Wirelength=2860 um, worst setup path endpoint=count_s[0], library cell with the largest summed area after synthesis=sky130_fd_sc_hd__dfxtp_1, ratio of cells with drive above 1 in the final layout=0.104, switching part of the total=0.269, TNS Setup=0 ns, total die size=12500 um2, YS warnings=1, Max FO, Critical Path=17, Clk Tree Root Cell=sky130_fd_sc_hd__clkbuf_8, Sw Pwr=94.4 uW, reg2reg start=count_s[12], CP startpoint=BaudRateDivisor[3], slew at the pin closest to its max-slew limit=0.740 ns, register share after synthesis=0.287, M2 GR Usage=0.0831, worst clock skew=0.000796 ns, setup ws final=0.995 ns, number of cell instances after yosys synthesis=142, largest cells by area after synthesis=sky130_fd_sc_hd__dfxtp_1 (29%), sky130_fd_sc_hd__ha_1 (13%), sky130_fd_sc_hd__xnor2_1 (11%), Top cell area share=0.287, number of post-CTS setup repair buffers=0, number of input and output port buffers inserted=20, count of final setup violators=0, critical path's largest stage delay=0.64 ns, Yosys Chip Area=1320 um2, CTS tree=built, worst setup timing slack at the placement stage=0.714 ns, number of enable flip-flop cells=0, largest net degree at the start of global routing=19, die extent in x=112 um, Reg2Reg Depth=5, global-route track usage on met3=0.00869, beginning of the worst hold path=rcv_s, CTS buffer count=3, share of the clock period used by the worst path after layout=0.797, Initial Util=0.161, filler cell count=886, largest buffer count on any clock path=2
==> worst max-delay path, delay by kind of cell <==
family	cells	cell delay, ns
XOR/XNOR	1	0.11
AND/OR/NAND/NOR	5	1.27
AND-OR/OR-AND	2	0.84
adder cells (fa/ha/maj)	1	0.31
buffers and inverters	1	0.47
==> stage by stage <==
| stage | cell area (um2) | hold WS, ns |
|---|---|---|
| after CTS | 1670 | 0.458 |
| after global placement | 1630 | 0.440 |
| after global routing | 1670 | 0.463 |
| final | 1670 | 0.455 |
| after detailed placement | 1630 | 0.441 |
| after floorplan | 1320 | 0.412 |
==> metal layers <==
layer,up-vias,part of all wire
met2,8,0.52
met5,-,0
met4,0,0.017
met1,491,0.44
met3,4,0.025
li1,561,-
==> power by group through the flow <==
stage / logic, uW / registers [uW] / clock network [uW]
5_1_grt: 93.3 / 160 / 120
6_report: 82.2 / 160 / 108
4_1_cts: 83.0 / 160 / 113
==> how the worst min path moves through the flow <==
stage,endpoint,slack [ns],cells after the start
after CTS,recieve_data,0.46,1
after global routing,recieve_data,0.46,1
final,recieve_data,0.45,1
==> cells by family after synthesis <==
group | Yosys count | synth area share
compound gates | 27 | 0.167
xor+xnor | 23 | 0.152
fa+ha+maj | 14 | 0.132
buf+inv | 10 | 0.0473
flops | 19 | 0.287
simple gates | 49 | 0.214
==> registers in the layout (all words and copies together), names as in the netlist <==
name          cells
count_s          16
rcv_s             1
ss                1
recieve_data      1
==> cells in the final DEF, fill, tap and decap left out, drive strengths merged <==
cell type	Yosys	layout
buf	3	2
nand3b	2	2
a31oi	1	1
nand2	8	8
nand4	6	6
a211oi	1	1
xor2	6	6
nor3	3	3
or3	1	1
o211ai	15	15
a211o	1	1
or4	1	1
and2	1	1
o22ai	1	1
and3	1	1
ha	14	14
xnor2	17	17
clkbuf	2	4
clkdlybuf4s50	0	20
nor4	5	5
inv	5	5
a21oi	6	6
dfxtp	19	19
nand2b	1	1
nand3	5	5
o21ai	2	2
and3b	1	1
and4	1	1
nor2	13	13
==> area by class of cell <==
class,instances,area [um2],area share
Inverter,5,18.8,0.0112
Tap cell,105,131,0.0786
Timing Repair Buffer,22,215,0.129
Multi-Input combinational cell,113,881,0.527
Clock buffer,4,45.0,0.0269
Sequential cell,19,380,0.228
Power figures rest on the tool's default switching activity, not on a simulated workload.
