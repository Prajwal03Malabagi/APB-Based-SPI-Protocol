**./config.mk**
```make
export PLATFORM = sky130hd
export DESIGN_NAME = shift_register
export DESIGN_NICKNAME = shift_register
export VERILOG_FILES = /design/flow/design.v
export SDC_FILE = /design/flow/constraint.sdc
export NUM_CORES = 4
export LEC_CHECK = 1
export CORE_UTILIZATION = 40
```
**./design.v**
```verilog
module shift_register(pclk,preset_n,ss,send_data,lsbfe,cpha,cpol,miso_recieve_sclk,miso_recieve_sclk0,mosi_send_sclk,mosi_send_sclk0,data_mosi,miso,recieve_data,mosi,data_miso);
	input pclk,preset_n,ss,send_data,lsbfe,cpha,cpol,miso_recieve_sclk,miso_recieve_sclk0,mosi_send_sclk,mosi_send_sclk0,miso,recieve_data;
	input [7:0] data_mosi;
	output reg mosi;
	output [7:0]data_miso;
	reg [7:0]shift_register,temp_reg;
	reg [2:0]count,count1,count2,count3;
	assign data_miso=(recieve_data)?temp_reg:8'd0;
	always @(posedge pclk)
	begin
		if(!preset_n)
			shift_register<=0;
		else if(send_data)
			shift_register<=data_mosi;
		else
			shift_register<=shift_register;
	end
	always @(posedge pclk)  
	begin
		if(!preset_n)
			begin
				count2<=3'b0;
				count3<=3'd7;
			end
		else 
			begin
				if(!ss)
					begin
						if((cpha&&cpol)||(!cpha&&!cpol))
							begin
								if(lsbfe)
									begin
										if(count2<=7)
											begin
												if(miso_recieve_sclk)
													begin
														temp_reg[count2]<=miso;
														count2<=count2+1;
													end
												else
														count2<=count2;
											end
										else
											count2<=0;
									end
								else
									begin
										if(count3>=3'd0)
											begin
												if(miso_recieve_sclk)
													begin
														temp_reg[count3]<=miso;
														count3<=count3-1;
													end
												else 
													count3<=count3;
											end
										else
											count3<=3'd7;
									end
							end	
						else
							begin
								if(count2<=7)
									begin
										if(miso_recieve_sclk0)
											begin
												temp_reg[count2]<=miso;
												count2<=count2+1;
											end
										else
											count2<=count2;
									end
								else
									count2<=0;
							end
						end
				else
					begin
						if(count3>=3'd0)
							begin
								if(miso_recieve_sclk0)
									begin							
										temp_reg[count3]<=miso;
										count3<=count3-1;
									end
								else 
									count3<=count3;
							end
						else
							count3<=3'd7;
					end
			end
		end
		always @(posedge pclk)  
	begin
		if(!preset_n)
			begin
				mosi<=1'b0;
				count<=3'b0;
				count1<=3'd7;
			end
		else 
			begin
				if(!ss)
					begin
						if((cpha&&cpol)||(!cpha&&!cpol))
							begin
								if(lsbfe)
									begin
										if(count<=7)
											begin
												if(mosi_send_sclk)
													begin
														mosi<=shift_register[count2];
														count<=count+1;
													end
												else
														count<=count;
											end
										else
											count<=0;
									end
								else
									begin
										if(count1>=3'd0)
											begin
												if(mosi_send_sclk)
													begin
														mosi<=shift_register[count3];
														count1<=count1-1;
													end
												else 
													count1<=count1;
											end
										else
											count1<=3'd7;
									end
							end	
						else
							begin
								if(count<=7)
									begin
										if(mosi_send_sclk0)
											begin
												mosi<=shift_register[count];
												count<=count+1;
											end
										else
											count<=count;
									end
								else
									count<=0;
							end
						end
				else
					begin
						if(count1>=3'd0)
							begin
								if(mosi_send_sclk0)
									begin							
										mosi<=shift_register[count1];
										count1<=count1-1;
									end
								else 
									count1<=count1;
							end
						else
							count1<=3'd7;
					end
			end
		end
	endmodule
```
**./constraint.sdc**
```tcl
current_design shift_register

set clk_period 4.8
set clk_io_pct 0.2

create_clock -name clk0 -period $clk_period [get_ports {pclk}]

set non_clock_inputs [all_inputs -no_clocks]
set_input_delay [expr $clk_period * $clk_io_pct] -clock clk0 $non_clock_inputs
set_output_delay [expr $clk_period * $clk_io_pct] -clock clk0 [all_outputs]
```
**./run.sh**
```bash
#!/bin/bash
# OpenROAD 26Q1-2900-gdf79404cd8, Yosys 0.63+post, stock flow scripts
make -C /OpenROAD-flow-scripts/flow DESIGN_CONFIG=/design/flow/config.mk WORK_HOME=/design/flow/orfs finish
```
==> metrics.txt <==
# HELP chip_impl_metric Physical implementation figures
# TYPE chip_impl_metric gauge
chip_impl_metric{name="cts-hold-fix-buffers",unit=""} 0
chip_impl_metric{name="synth.cellmix.xorXnorShare",unit="%"} 5.31
chip_impl_metric{name="min_delay_path_depth",unit=""} 2
chip_impl_metric{name="yosys-mux-area-fraction",unit="%"} 11.7
chip_impl_metric{name="insertion_delay",unit="ns"} 0.28
chip_impl_metric{name="chipArea",unit="sq um"} 5170
chip_impl_metric{name="cts_max_path_buffers",unit=""} 2
chip_impl_metric{name="n_antenna_cell",unit=""} 0
chip_impl_metric{name="switching_share",unit="%"} 28.0
chip_impl_metric{name="netlist.area_leader.share",unit="%"} 21.5
chip_impl_info{name="cpMaxStageDelayCell",value="sky130_fd_sc_hd__a21oi_1"} 1
chip_impl_info{name="timing.critical_path.to_type",value="register"} 1
chip_impl_metric{name="sequentialPowerShare",unit="%"} 45.1
chip_impl_info{name="setup_repair_after_global_routing_missed_its_margin",value="false"} 1
chip_impl_metric{name="synth_cell_types",unit=""} 45
chip_impl_info{name="yosysTopAreaCell",value="sky130_fd_sc_hd__dfxtp_1"} 1
chip_impl_metric{name="openroad.warnings",unit=""} 29
chip_impl_metric{name="postSynth.asyncResetShare",unit="%"} 0
chip_impl_metric{name="floorplan.io_pins",unit=""} 30
chip_impl_metric{name="numPortBuffers",unit=""} 29
chip_impl_metric{name="cap_viol_max_count",unit=""} 0
chip_impl_metric{name="drt_iter0_markers",unit=""} 145
chip_impl_metric{name="gr-total-overflow",unit=""} 0
chip_impl_info{name="post_synth_main_area_contributors",value="sky130_fd_sc_hd__dfxtp_1, sky130_fd_sc_hd__edfxtp_1, sky130_fd_sc_hd__mux2i_1"} 1
chip_impl_metric{name="avgViaCountPerCell",unit=""} 5.18
chip_impl_metric{name="synth-warning-count",unit=""} 1
chip_impl_metric{name="gpl.final_weighted_congestion",unit=""} 0.816
chip_impl_metric{name="detailroute.via_count",unit=""} 1636
chip_impl_metric{name="finalMaxSlewViolations",unit=""} 0
chip_impl_metric{name="slowest_delay",unit="ns"} 0.66
chip_impl_metric{name="grt_max_degree",unit=""} 23
chip_impl_info{name="min_from",value="count1[2]"} 1
chip_impl_metric{name="first_global_vias",unit=""} 1525
chip_impl_info{name="synth.most_common_cell",value="sky130_fd_sc_hd__nand2_1"} 1
chip_impl_metric{name="die_y",unit="um"} 71.9
chip_impl_metric{name="max_freq",unit="MHz"} 296
chip_impl_metric{name="core.rowCount",unit=""} 25
chip_impl_metric{name="number_of_cell_instances_on_the_worst_register_to_register_path",unit=""} 6
chip_impl_metric{name="sequential_cell_area",unit="sq um"} 661
chip_impl_info{name="run_status",value="finished, final reports clean"} 1
chip_impl_info{name="cts.root.buffer_cell",value="sky130_fd_sc_hd__clkbuf_8"} 1
chip_impl_metric{name="routedWlPerCell",unit="um"} 12.7
chip_impl_metric{name="grt_first_pass_wirelength",unit="um"} 7040
chip_impl_metric{name="timing.final.crit_share",unit="%"} 70.5
chip_impl_metric{name="drive_above_1_share",unit="%"} 5.22
chip_impl_metric{name="totalNegativeSetupSlack",unit="ns"} 0
chip_impl_metric{name="area_overhead_of_the_layout_relative_to_synthesis",unit="%"} 21.3
chip_impl_metric{name="synth.cell_area",unit="sq um"} 1950
chip_impl_metric{name="report.final.hold_viol_count",unit=""} 0
chip_impl_info{name="timing.hold.worst.class",value="reg2reg"} 1
chip_impl_metric{name="power_per_cell_area",unit="nW/um^2"} 265
chip_impl_metric{name="netlist_instances",unit=""} 224
chip_impl_metric{name="clock_sinks",unit=""} 29
chip_impl_metric{name="critical_path_required",unit="ns"} 4.71
chip_impl_info{name="crit_chain",value="clkdlybuf4s50_1, xnor2_2, a21o_1, nor2_1, nand4_1, nand2_1, a21oi_1"} 1
chip_impl_metric{name="fa_ha_area_share",unit="%"} 6.40
chip_impl_metric{name="yosys.area_share.simple",unit="%"} 22.0
chip_impl_info{name="worst_r2r_endpoint",value="temp_reg[6]"} 1
chip_impl_metric{name="number_of_synthesized_flops_with_an_enable_pin",unit=""} 8
chip_impl_metric{name="initial_utilization",unit="%"} 41.4
chip_impl_info{name="synth.top_cells.by_count",value="sky130_fd_sc_hd__nand2_1, sky130_fd_sc_hd__dfxtp_1, sky130_fd_sc_hd__mux2i_1, sky130_fd_sc_hd__nor2_1"} 1
chip_impl_metric{name="share_clk_of_total_power",unit="%"} 32.6
chip_impl_metric{name="remaining_routing_drc_violations",unit=""} 0
chip_impl_metric{name="area.combinational",unit="sq um"} 1210
chip_impl_metric{name="timing.slew.headroom",unit="%"} 44.6
chip_impl_metric{name="fp.dieW",unit="um"} 71.9
chip_impl_metric{name="drtPass1Iterations",unit=""} 4
chip_impl_metric{name="antenna_found_initial",unit=""} 0
chip_impl_metric{name="tritoncts.num_buffers",unit=""} 5
chip_impl_metric{name="synth_seq_share",unit="%"} 33.8
chip_impl_metric{name="power_frac_comb",unit="%"} 22.2
chip_impl_metric{name="power_switching",unit="mW"} 0.176
chip_impl_metric{name="setup.reg_to_reg.worst_slack",unit="ns"} 2.53
chip_impl_metric{name="ys_ff",unit=""} 29
chip_impl_metric{name="yosys-stat-area",unit="sq um"} 1950
chip_impl_metric{name="postSynthAreaPerCell",unit="sq um"} 8.72
chip_impl_info{name="tritoncts_clock_tree",value="done"} 1
chip_impl_info{name="postSynth.topFlopCell",value="sky130_fd_sc_hd__dfxtp_1"} 1
chip_impl_metric{name="period_minus_slack",unit="ns"} 3.38
chip_impl_metric{name="grt_use_total",unit="%"} 17.5
chip_impl_metric{name="final_antenna_net_count",unit=""} 0
chip_impl_info{name="critPathKind",value="in2reg"} 1
chip_impl_metric{name="worst_pin_slew",unit="ns"} 0.831
chip_impl_metric{name="cts-resized-gates",unit=""} 0
chip_impl_metric{name="cts_setup_buffers",unit=""} 0
chip_impl_info{name="synthTopLogicFamily",value="simple AND/OR/NAND/NOR gates"} 1
chip_impl_metric{name="worst-path-max-fanout",unit=""} 10
chip_impl_metric{name="detailedPlacementHpwl",unit="um"} 3030
chip_impl_metric{name="design.core.area",unit="sq um"} 4720
chip_impl_info{name="hold_path_end",value="count1[2]"} 1
chip_impl_metric{name="vdd_ir_drop_max",unit="V"} 0.000126
chip_impl_metric{name="placed_cells_incl_taps",unit=""} 308
chip_impl_metric{name="leakage",unit="nW"} 0.950
chip_impl_metric{name="final-instance-count-excl-fill",unit=""} 316
chip_impl_metric{name="totalWireLength",unit="um"} 4010
chip_impl_metric{name="synthesized_area_fraction_occupied_by_ao_oa_aoi_and_oai_cells",unit="%"} 16.5
chip_impl_metric{name="htree_levels",unit=""} 2
chip_impl_metric{name="synth_stat.cells",unit=""} 224
chip_impl_metric{name="finClkSkew",unit="ns"} 0.00509
chip_impl_metric{name="worstPathArrival",unit="ns"} 3.30
chip_impl_info{name="crit-reg2reg-launch",value="count2[0]"} 1
chip_impl_metric{name="internal_power",unit="mW"} 0.453
chip_impl_metric{name="fillers",unit=""} 439
chip_impl_metric{name="clkSlewWorstSetupHoldPaths",unit="ns"} 0.06
chip_impl_metric{name="finalSetupViolations",unit=""} 0
chip_impl_info{name="startpoint_type",value="input port"} 1
-- worst max-delay path: cells and delay by family --
kind            cells  cell delay, ns
xor+xnor            1            0.46
buf+inv             1            0.47
compound gates      2            1.08
simple gates        3            0.32
-- power groups by stage --
stage	registers (mW)	logic (mW)	clock network (mW)
4_1_cts	0.284	0.141	0.210
5_1_grt	0.286	0.158	0.225
6_report	0.284	0.140	0.205
-- cell families (layout without fill, tap and decap cells) --
group,after synthesis,count (layout)
AND/OR/NAND/NOR,87,87
AND-OR/OR-AND,44,44
flip-flops,29,29
multiplexers,22,22
buffers and inverters,21,46
XOR/XNOR,11,11
adder cells (fa/ha/maj),10,10
-- stage by stage --
step                      instance area [sq um]  power (mW)  setup slack [ns]  utilization, %  hold slack (ns)
after global placement                     2280       0.429              1.26            48.2            0.479
final                                      2370       0.629              1.42            50.2            0.496
after floorplan                            1950       0.380              2.13               -            0.449
after detailed placement                   2280       0.429              1.17            48.2            0.473
after CTS                                  2370       0.635              1.46            50.2            0.493
after global routing                       2370       0.669              1.22            50.2            0.521
-- layout make-up --
class / instances / area share, %
inverters: 9 / 1.43
well taps: 67 / 3.54
repair buffers: 29 / 12.2
multi-input cells: 174 / 51.1
flip-flops and latches: 29 / 27.9
clock inverters: 2 / 0.370
clock buffers: 6 / 3.48
-- layer usage --
layer  wire, um  vias to the layer above  track usage, %
met5          0                        -               0
met2       1720                       33            25.4
met3        140                        7            3.38
met4         70                        0            2.83
met1       2080                      754            28.4
li1           -                      842               -
-- layout by cell type, fill, tap and decap left out, types with 2 or more instances in the layout --
cell type and instances:
sky130_fd_sc_hd__nand2_1 31, sky130_fd_sc_hd__clkdlybuf4s50_1 29, sky130_fd_sc_hd__dfxtp_1 21, sky130_fd_sc_hd__nor2_1 15, sky130_fd_sc_hd__mux2i_1 15, sky130_fd_sc_hd__a21oi_1 10
sky130_fd_sc_hd__nor2b_1 10, sky130_fd_sc_hd__ha_1 10, sky130_fd_sc_hd__inv_1 9, sky130_fd_sc_hd__and2_1 9, sky130_fd_sc_hd__a221oi_1 8, sky130_fd_sc_hd__edfxtp_1 8
sky130_fd_sc_hd__clkbuf_8 6, sky130_fd_sc_hd__xor2_1 5, sky130_fd_sc_hd__nand2b_1 5, sky130_fd_sc_hd__mux2_1 5, sky130_fd_sc_hd__nor3_1 5, sky130_fd_sc_hd__xnor2_1 5
sky130_fd_sc_hd__a31oi_1 3, sky130_fd_sc_hd__and3_1 3, sky130_fd_sc_hd__o21ai_1 3, sky130_fd_sc_hd__a22o_1 3, sky130_fd_sc_hd__a211oi_1 2, sky130_fd_sc_hd__nor4_1 2
sky130_fd_sc_hd__o21ai_0 2, sky130_fd_sc_hd__nand3_1 2, sky130_fd_sc_hd__a22oi_1 2, sky130_fd_sc_hd__mux2_2 2, sky130_fd_sc_hd__o211ai_1 2
-- worst max path at each step --
stage     slack (ns)  cells past startpoint           to  start
6_report        1.42                      7  temp_reg[6]   cpol
5_1_grt         1.22                      7  temp_reg[4]   cpol
4_1_cts         1.46                      7  temp_reg[4]   cpol
Power figures rest on the tool's default switching activity, not on a simulated workload.
